[./config.mk]
export PLATFORM = sky130hd
export DESIGN_NAME = nor32
export DESIGN_NICKNAME = nor32
export VERILOG_FILES = /design/flow/design.v
export SDC_FILE = /design/flow/constraint.sdc
export NUM_CORES = 4
export LEC_CHECK = 1
export CORE_AREA = 10 10 70 70
export DIE_AREA = 0 0 80 80
[./constraint.sdc]
current_design nor32

set clk_period 1.0
set clk_io_pct 0.2

create_clock -name clk0 -period $clk_period

set non_clock_inputs [all_inputs -no_clocks]
set_input_delay [expr $clk_period * $clk_io_pct] -clock clk0 $non_clock_inputs
set_output_delay [expr $clk_period * $clk_io_pct] -clock clk0 [all_outputs]
[./design.v]
module nor32(OUT, IN1, IN2);
input [31:0] IN1, IN2;
output [31:0] OUT;
nor nor0(OUT[0], IN1[0], IN2[0]);
nor nor1(OUT[1], IN1[1], IN2[1]);
nor nor2(OUT[2], IN1[2], IN2[2]);
nor nor3(OUT[3], IN1[3], IN2[3]);
nor nor4(OUT[4], IN1[4], IN2[4]);
nor nor5(OUT[5], IN1[5], IN2[5]);
nor nor6(OUT[6], IN1[6], IN2[6]);
nor nor7(OUT[7], IN1[7], IN2[7]);
nor nor8(OUT[8], IN1[8], IN2[8]);
nor nor9(OUT[9], IN1[9], IN2[9]);
nor nor10(OUT[10], IN1[10], IN2[10]);
nor nor11(OUT[11], IN1[11], IN2[11]);
nor nor12(OUT[12], IN1[12], IN2[12]);
nor nor13(OUT[13], IN1[13], IN2[13]);
nor nor14(OUT[14], IN1[14], IN2[14]);
nor nor15(OUT[15], IN1[15], IN2[15]);
nor nor16(OUT[16], IN1[16], IN2[16]);
nor nor17(OUT[17], IN1[17], IN2[17]);
nor nor18(OUT[18], IN1[18], IN2[18]);
nor nor19(OUT[19], IN1[19], IN2[19]);
nor nor20(OUT[20], IN1[20], IN2[20]);
nor nor21(OUT[21], IN1[21], IN2[21]);
nor nor22(OUT[22], IN1[22], IN2[22]);
nor nor23(OUT[23], IN1[23], IN2[23]);
nor nor24(OUT[24], IN1[24], IN2[24]);
nor nor25(OUT[25], IN1[25], IN2[25]);
nor nor26(OUT[26], IN1[26], IN2[26]);
nor nor27(OUT[27], IN1[27], IN2[27]);
nor nor28(OUT[28], IN1[28], IN2[28]);
nor nor29(OUT[29], IN1[29], IN2[29]);
nor nor30(OUT[30], IN1[30], IN2[30]);
nor nor31(OUT[31], IN1[31], IN2[31]);
endmodule
[./run.sh]
#!/bin/bash
# OpenROAD 26Q1-2900-gdf79404cd8, Yosys 0.63+post, stock flow scripts
make -C /OpenROAD-flow-scripts/flow DESIGN_CONFIG=/design/flow/config.mk WORK_HOME=/design/flow/orfs finish
==> flow_metrics.tcl <==
# implementation run metrics
set metrics [dict create \
    cp-end-kind "output port" \
    openroad.warnings 32 \
    tightest_slew_ns 0.0927 \
    grt_pass1_vias 648 \
    status "finished clean" \
    dieHeight_um 80 \
    critPathMaxStageDelay_ns 0.45 \
    core_area_um2 3420 \
    stdcell_count 175 \
    flops 0 \
    synth-compound-area-share_pct 0 \
    required_ns 0.80 \
    synthAdderAreaFrac_pct 0 \
    drive_above_1_share_pct 14.1 \
    area_growth_pct 740 \
    syn_area_per_cell_um2 3.75 \
    p_leak_uw 0.000687 \
    layout.cells.most_common_list "dlygate4sd2_1 (62), nor2_1 (32), buf_2 (18)" \
    finalClockPeriodUsage_pct 99.2 \
    holdPathEnd "OUT[17]" \
    yosysUniqueCellTypes 1 \
    p_per_area_nw_per_um2 259 \
    netlist_instances 32 \
    synthTopLogicFamily "simple AND/OR/NAND/NOR gates" \
    grt-ovfl-total 0 \
    seq_area_um2 0 \
    muxShareOfSynthArea_pct 0 \
    vias 564 \
    grt_pass1_wl_um 3370 \
    crit_chain "clkdlybuf4s50_1, nor2_1, buf_2" \
    critPathArrivalTime_ns 0.79 \
    grt.total_usage_pct 6.51 \
    clock.fmax_ghz 1.01 \
    rsz0062_at_grt "false" \
    vias_per_cell 3.22 \
    fillerInstances 404 \
    syn_area_um2 120 \
    ys_cells 32 \
    grt_antenna_before_repair 1 \
    io_pins 96 \
    min_from "IN1[17]" \
    min_path_cells 3 \
    dieArea_um2 6400 \
    ys_warn_count 0 \
    layout.area.comb_um2 120 \
    ys_area_um2 120 \
    grt_max_degree 2 \
    start_kind "primary input" \
    ys_seq_share_pct 0 \
    ir_worst_vdd_v 0.0000653 \
    drt_drc_violations_left 0 \
    layout_top_cell "dlygate4sd2_1" \
    slew_headroom_pct 93.8 \
    fp-row-count 21 \
    dp_hpwl_um 2210 \
    routed_wl_um 2340 \
    slowest_stage "clkdlybuf4s50_1" \
    synthXorXnorAreaFrac_pct 0 \
    wl_per_cell_um 13.4 \
    fin_crit_ns 0.992 \
    synthSimpleGateAreaFrac_pct 100 \
    detail-route-antenna-nets 0 \
    critPathKind "primary input to output port" \
    place_inst 174 \
    maxCapViolations 0 \
    nClkBuffers 0 \
    stdcell_area_um2 1010 \
    dpl_cell_area_um2 1140 \
    final_max_slew_viol_count 0 \
    fp-utilization_pct 3.52 \
    portBuffers 96 \
    dr.pass1.iters 2 \
    die_width_um 80 \
    crit_fanout 1 \
    routabilityCongestion 0.798 \
    hold_viol_final 0 \
    drt_iter0_drc 9 \
    finalSetupViolCount 0 \
    hp-class "primary input to output port" \
    setup_tns_ns 0 \
]
stage by stage:
stage | total power, uW | setup WS [ns] | util, % | hold WS (ns)
floorplan | 15.8 | 0.557 | - | 0.410
global placement | 400 | -0.416 | 33.3 | 1.29
detailed placement | 400 | -0.414 | 33.3 | 1.28
CTS | 278 | 0.000444 | 28.4 | 0.735
global route | 293 | 0.000228 | 29.5 | 0.634
finish | 261 | 0.00834 | 29.5 | 0.617
what timing repair did:
| action | in CTS | in global routing |
|---|---|---|
| endpoints found under the setup margin | 32 | 12 |
| pin swaps | 28 | 7 |
| buffers inserted | 0 | 0 |
| resized | 117 | 14 |
| hold buffers | 0 | 0 |
synthesized netlist by cell type, drive strengths merged:
cell / n / area, um2
nor2: 32 / 120
how the worst max path moves through the flow:
stage	endpoint	from	slack, ns	cells after the start
after CTS	OUT[3]	IN2[3]	0.0004	3
after global routing	OUT[3]	IN2[3]	0.0002	3
final	OUT[3]	IN2[3]	0.008	3
where the power goes:
group / switching, uW / total, uW / internal (uW)
clock network: 0 / 0.000134 / 0.000134
logic: 58.7 / 261 / 203
registers: 0 / 0 / 0
routing by layer:
layer	vias to the layer above	share of wire (%)	global-route usage [%]	wire, um
li1	290	-	-	-
met1	232	36	6.99	832
met2	42	51	11.9	1200
met3	0	13	3.18	306
met4	0	0	0	0
met5	-	0	0	0
final cells by class:
class                      count  area share [%]
timing repair buffer          96            82.1
multi-input combinational     32            11.9
tap                           46            5.71
antenna                        1           0.248
logic make-up (layout without fill, tap and decap cells):
group | Yosys count | count (layout)
buffers and inverters | 0 | 96
other | 0 | 1
AND/OR/NAND/NOR | 32 | 32
worst max-delay path, delay by kind of cell:
kind / cells / cell delay (ns)
buffers and inverters: 2 / 0.55
and+or+nand+nor: 1 / 0.04
Power and IR drop assume default switching activity.
