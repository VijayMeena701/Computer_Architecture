`flow/config.mk`:
```
export PLATFORM = sky130hd
export DESIGN_NAME = nand32
export DESIGN_NICKNAME = nand32
export VERILOG_FILES = /design/flow/design.v
export SDC_FILE = /design/flow/constraint.sdc
export NUM_CORES = 4
export LEC_CHECK = 1
export CORE_AREA = 10 10 70 70
export DIE_AREA = 0 0 80 80
```
`flow/run.sh`:
```
#!/bin/bash
# OpenROAD 26Q1-2900-gdf79404cd8, Yosys 0.63+post, stock flow scripts
make -C /OpenROAD-flow-scripts/flow DESIGN_CONFIG=/design/flow/config.mk WORK_HOME=/design/flow/orfs finish
```
`flow/constraint.sdc`:
```
current_design nand32

set clk_period 1.0
set clk_io_pct 0.2

create_clock -name clk0 -period $clk_period

set non_clock_inputs [all_inputs -no_clocks]
set_input_delay [expr $clk_period * $clk_io_pct] -clock clk0 $non_clock_inputs
set_output_delay [expr $clk_period * $clk_io_pct] -clock clk0 [all_outputs]
```
`flow/design.v`:
```
module nand32(OUT, IN1, IN2);
input [31:0] IN1, IN2;
output [31:0] OUT;
nand nand0(OUT[0], IN1[0], IN2[0]);
nand nand1(OUT[1], IN1[1], IN2[1]);
nand nand2(OUT[2], IN1[2], IN2[2]);
nand nand3(OUT[3], IN1[3], IN2[3]);
nand nand4(OUT[4], IN1[4], IN2[4]);
nand nand5(OUT[5], IN1[5], IN2[5]);
nand nand6(OUT[6], IN1[6], IN2[6]);
nand nand7(OUT[7], IN1[7], IN2[7]);
nand nand8(OUT[8], IN1[8], IN2[8]);
nand nand9(OUT[9], IN1[9], IN2[9]);
nand nand10(OUT[10], IN1[10], IN2[10]);
nand nand11(OUT[11], IN1[11], IN2[11]);
nand nand12(OUT[12], IN1[12], IN2[12]);
nand nand13(OUT[13], IN1[13], IN2[13]);
nand nand14(OUT[14], IN1[14], IN2[14]);
nand nand15(OUT[15], IN1[15], IN2[15]);
nand nand16(OUT[16], IN1[16], IN2[16]);
nand nand17(OUT[17], IN1[17], IN2[17]);
nand nand18(OUT[18], IN1[18], IN2[18]);
nand nand19(OUT[19], IN1[19], IN2[19]);
nand nand20(OUT[20], IN1[20], IN2[20]);
nand nand21(OUT[21], IN1[21], IN2[21]);
nand nand22(OUT[22], IN1[22], IN2[22]);
nand nand23(OUT[23], IN1[23], IN2[23]);
nand nand24(OUT[24], IN1[24], IN2[24]);
nand nand25(OUT[25], IN1[25], IN2[25]);
nand nand26(OUT[26], IN1[26], IN2[26]);
nand nand27(OUT[27], IN1[27], IN2[27]);
nand nand28(OUT[28], IN1[28], IN2[28]);
nand nand29(OUT[29], IN1[29], IN2[29]);
nand nand30(OUT[30], IN1[30], IN2[30]);
nand nand31(OUT[31], IN1[31], IN2[31]);
endmodule
```
==> impl_metrics.ini <==
; implementation run metrics
[run_status]
status = finished clean

[synth]
logic_family = simple AND/OR/NAND/NOR gates
synth.cell_area_sq_um = 120
syn-instance-count = 32
ys_sh_aoi = 0
top_cell_area_share = 1.00
ys_cells = 32
yosysWarnings = 0
synth.avg_cell_area_sq_um = 3.75
simple_gate_share = 1.00
mux_share = 0
xor_area_frac = 0
ys_area_sq_um = 120
top_cells_by_area = nand2_1 (100%)
ys_seq_frac = 0
synthAdderAreaFrac = 0
synthDistinctLibCells = 1
top_area_cell = nand2_1

[placement]
gp_congestion = 0.816
port_buffers = 96
dp_hpwl_microns = 2190
place_area_sq_um = 1140

[power_and_ir_drop]
ir_drop_v = 0.0000672
power.density_nw_per_um2 = 259
p_leak_nw = 0.517

[floorplanning]
die_x_microns = 80
row_count = 21
fp_util = 0.0352
io_pins = 96
core_region_area_sq_um = 3420
die_h_microns = 80
dieArea_sq_um = 6400

[layout]
clkbuf_count = 0
fill_cells = 406
synthToLayoutAreaGrowth_pct = 679
seqCellArea_sq_um = 0
final_util = 0.274
comb_area_sq_um = 120
design_area_sq_um = 936
flop-count = 0
drive_gt1_frac = 0.180

[run]
warning_count = 32
maxCapViolCount = 0

[timing]
layout_min_cycle_time_ns = 0.887
max_freq_ghz = 1.13
relSlewSlack = 0.962
rsz0062_at_grt = no
finalHoldViolations = 0
setup_viol = 0
worstMarginPinSlew_ns = 0.0570
drv_slew = 0
fin_crit_sh = 0.887

[drt]
wl_per_cell_microns = 12.9
drc = 0
viasPerCell = 3.33
drt_iter0_drc = 0
ant_nets = 0
vias = 580
n_antenna_cell = 0
routed_wl_microns = 2250
dr.pass1.iters = 1

[clock_network]
ctsHoldBuffers = 0
cts_setup_buffers = 0

[hold_path]
min_to = OUT[12]
min_path_cells = 3
hp-class = in2out
worstHoldStart = IN1[12]

[global_routing]
grt_pass1_vias = 667
grt_max_degree = 2
antenna_found_initial = 0
grt_pass1_wl_microns = 3330
grt_remaining_overflow = 0
track_usage = 0.0642

[setup_path]
cp_data_arrival_time_ns = 0.69
cp-end-kind = primary output
crit_path_start_kind = primary input
crit_type = in2out
crit_fanout = 1
required_ns = 0.80
==> logic make-up after synthesis <==
group and count (synthesis):
and+or+nand+nor 32
==> worst max-delay path: stages <==
cell and delay, ns:
dlygate4sd2_1 0.23, nand2_1 0.05, dlygate4sd2_1 0.20
==> cell usage after synthesis, drive strengths merged <==
cell,count
nand2,32
==> metrics by stage <==
step                      hold slack (ns)  setup slack, ns  TNS (ns)  power (mW)  std cells
final                               0.632            0.113         0       0.243        174
after global routing                0.690           0.0804         0       0.273        174
after CTS                           0.736         0.000165         0       0.251        174
after detailed placement             1.29           -0.350    -10.64       0.399        174
after global placement               1.30           -0.345    -10.55       0.397        174
after floorplan                     0.415            0.576         0      0.0142         32
==> cell usage in the layout (no fill, tap or decap), drive strengths merged <==
cell / n
dlymetal6s2s: 1
buf: 23
dlygate4sd2: 72
nand2: 32
==> final cells by class <==
cell class                      instances  share of cell area
Tap cell                               46              0.0615
Multi-Input combinational cell         32               0.128
Timing Repair Buffer                   96               0.810
==> power breakdown <==
group / total [mW] / internal, mW / switching (mW)
clock network: 0 / 0 / 0
logic: 0.243 / 0.186 / 0.0566
registers: 0 / 0 / 0
total: 0.243 / 0.186 / 0.0566
==> layer usage <==
| layer | share of wire | up-vias | wire length, microns | GRT usage |
|---|---|---|---|---|
| met5 | 0 | - | 0 | 0 |
| met4 | 0.0067 | 0 | 15 | 0.00528 |
| met3 | 0.14 | 2 | 321 | 0.0364 |
| met2 | 0.52 | 44 | 1170 | 0.120 |
| met1 | 0.33 | 246 | 740 | 0.0613 |
| li1 | - | 288 | - | - |
==> what timing repair did <==
| item | CTS | global route |
|---|---|---|
| gates resized | 141 | 1 |
| pin swaps | 25 | 1 |
| setup endpoints to repair | 32 | 1 |
| gates cloned | 0 | 0 |
==> worst max-delay path by stage <==
stage           start      end  cells after the start
CTS           IN1[12]  OUT[12]                      3
global route  IN2[29]  OUT[29]                      3
finish        IN1[27]  OUT[27]                      3
Power figures rest on the tool's default switching activity, not on a simulated workload.
