File: /design/flow/config.mk
export PLATFORM = sky130hd
export DESIGN_NAME = Swap
export DESIGN_NICKNAME = Swap
export VERILOG_FILES = /design/flow/design.v
export SDC_FILE = /design/flow/constraint.sdc
export NUM_CORES = 4
export LEC_CHECK = 1
export CORE_AREA = 10 10 113 113
export DIE_AREA = 0 0 123 123
File: /design/flow/constraint.sdc
current_design Swap

set clk_period 32.3
set clk_io_pct 0.2

create_clock -name clk0 -period $clk_period

set non_clock_inputs [all_inputs -no_clocks]
set_input_delay [expr $clk_period * $clk_io_pct] -clock clk0 $non_clock_inputs
set_output_delay [expr $clk_period * $clk_io_pct] -clock clk0 [all_outputs]
File: /design/flow/design.v
module Swap(input [31:0]in1, input [31:0]in2, output reg [31:0]out1, output reg [31:0]out2);
    always @(in1 or in2)
    begin
        if(in2[30:0]>in1[30:0])
        begin
            out2 = in1;
            out1 = in2;
        end
        else
        begin
            out1 = in1;
            out2 = in2;
        end
    end
endmodule
File: /design/flow/run.sh
#!/bin/bash
# OpenROAD 26Q1-2900-gdf79404cd8, Yosys 0.63+post, stock flow scripts
make -C /OpenROAD-flow-scripts/flow DESIGN_CONFIG=/design/flow/config.mk WORK_HOME=/design/flow/orfs finish
==> impl_metrics.tcl <==
# place-and-route summary
set metrics [dict create \
    period_minus_slack_ns 16.68 \
    num_antenna_cells 0 \
    portBuffers 128 \
    slew_violations 0 \
    ant_nets 0 \
    swShare_pct 30.3 \
    die_area_um2 15100 \
    first_iter_violations 9 \
    grt_overflow 0 \
    ys_warn_count 1 \
    wl_mm 5.96 \
    max-cap-violations 0 \
    crit_fanout 44 \
    p_seq_share_pct 0 \
    n_sequential_cell 0 \
    crit_path_max_incr_delay_ns 0.65 \
    wl_per_cell_um 13.5 \
    synth_cell_types 23 \
    rsz0062_at_grt "no" \
    netlist_instances 182 \
    grt_pass1_vias 1741 \
    powerDensity_nw_per_um2 17.5 \
    io_pins 128 \
    drcViolationCount 0 \
    drive_gt1_share_pct 23.0 \
    p_leak_nw 1.38 \
    clkbuf_count 0 \
    crit_slowest_cell "o22ai_4" \
    avgSynthCellArea_um2 9.28 \
    place_congestion 0.792 \
    hp-class "primary input to output port" \
    grt_usage_pct 7.29 \
    cts_resized 0 \
    warnings 32 \
    place_area_um2 3080 \
    outcome "finished, final reports clean" \
    post-cts-setup-buffers 0 \
    die_x_um 123 \
    fmax_mhz 59.9 \
    peakVddDrop_mv 0.00587 \
    p_sw_mw 0.0163 \
    area_growth_pct 82.4 \
    criticalPathCategory "primary input to output port" \
    via_per_inst 3.89 \
    p_clk_share_pct 0 \
    tightest_slew_ns 0.762 \
    setup_viol_count_final 0 \
    crit_chain "clkdlybuf4s50_1, inv_1, ha_1, nand4_2, nor4_4, nand4_2, o22ai_4, buf_4, mux2_2, clkdlybuf4s50_1" \
    finalSetupTns_ns 0 \
    drt_first_pass_iters 2 \
    min_period_over_period_pct 51.6 \
    slew_headroom_pct 49.2 \
    netlist_area_um2 1690 \
    crit_path_start_kind "primary input" \
    share_comb_of_total_power_pct 100.0 \
    internal-power_mw 0.0376 \
    flop_area_um2 0 \
    hold_viol_final 0 \
    crit_arrival_ns 10.22 \
    hpwl_mm 5.37 \
    fp.dieH_um 123 \
    via_count 1717 \
    critPathRequiredTime_ns 25.84 \
    ys_cells 182 \
    placement_rows 37 \
    grt_max_degree 45 \
    end_kind "output port" \
    ys_seq_share_pct 0 \
    final_area_um2 3080 \
    ctsHoldBuffers 0 \
    ys_area_um2 1690 \
    fp_util_pct 16.4 \
    coreArea_um2 10300 \
    antenna_found_initial 0 \
    grt_pass1_wl_mm 9.12 \
]
## synth_stat cells (all sizes together)
| cell | instances | area [um^2] |
|---|---|---|
| nor2 | 3 | 11.3 |
| a221oi | 1 | 8.76 |
| a21oi | 14 | 73.8 |
| a211oi | 1 | 7.51 |
| buf | 6 | 67.6 |
| mux2 | 64 | 811 |
| o21ai | 5 | 25.0 |
| o211ai | 1 | 7.51 |
| o22ai | 1 | 20.0 |
| nand3 | 2 | 10.0 |
| nor4 | 1 | 21.3 |
| and2 | 1 | 6.26 |
| inv | 32 | 120 |
| nand2 | 10 | 37.5 |
| a221o | 1 | 10.0 |
| nand4 | 5 | 43.8 |
| nand3b | 1 | 7.51 |
| nor3 | 1 | 5.00 |
| a21o | 1 | 7.51 |
| ha | 31 | 388 |
## kinds of logic after synthesis
group                    share of synthesized area [%]
multiplexers                                      48.0
adder cells (fa/ha/maj)                           23.0
AND-OR/OR-AND                                     9.48
buffers and inverters                             11.1
AND/OR/NAND/NOR                                   8.44
## stage by stage
step / hold WS, ns / instances / utilization [%] / setup slack (ns) / power [mW]
3_5_place_dp: 13.98 / 441 / 29.8 / 15.55 / 0.0548
5_1_grt: 14.03 / 441 / 29.8 / 15.27 / 0.0594
6_report: 13.98 / 441 / 29.8 / 15.62 / 0.0539
2_1_floorplan: 13.02 / 182 / - / 17.53 / 0.0245
3_3_place_gp: 13.98 / 441 / 29.8 / 15.55 / 0.0548
4_1_cts: 13.99 / 441 / 29.8 / 15.52 / 0.0552
## cells in the final DEF, fill, tap and decap left out, types with 2 or more instances in the layout
cell type	n
clkdlybuf4s50_1	128
mux2_2	40
inv_1	32
ha_1	31
mux2_4	24
a21oi_1	13
nand2_1	10
o21ai_0	5
nand4_1	3
nor2_1	3
nand4_2	2
nand3_1	2
## routing by layer
layer | track usage, % | routed length (um) | share of wire, % | vias to the layer above
met5 | 0 | 0 | 0 | -
met4 | 0 | 0 | 0 | 0
met3 | 1.90 | 476 | 8.0 | 0
met2 | 14.0 | 3190 | 53 | 46
met1 | 8.33 | 2300 | 39 | 768
li1 | - | - | - | 903
## worst paths after layout
path,to,startpoint,cells past startpoint,slack (ns)
worst max-delay path,out2[18],in1[30],10,15.62
worst min-delay path,out1[31],in1[31],3,13.98
## critical path: cells and delay by family
family / cells / cell delay, ns
buffers and inverters: 4 / 1.63
AND-OR/OR-AND: 1 / 0.65
multiplexers: 1 / 0.41
adder cells (fa/ha/maj): 1 / 0.32
AND/OR/NAND/NOR: 3 / 0.73
## final cells by class
class	instances	area, um^2
fillers	1075	7240
multi-input cells	144	1500
well taps	136	170
inverters	32	120
repair buffers	129	1290
## power by group through the flow
| stage | combinational [mW] | sequential, mW | clock [mW] |
|---|---|---|---|
| 4_1_cts | 0.0552 | 0 | 0 |
| 5_1_grt | 0.0594 | 0 | 0 |
| 6_report | 0.0539 | 0 | 0 |
Power figures rest on the tool's default switching activity, not on a simulated workload.
